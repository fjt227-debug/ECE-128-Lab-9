==> ./design.v <==
module CombinationalMult(a,b,product);
input [3:0] a,b; 
output [7:0] product;
wire [3:0] m0;
wire [4:0] m1;
wire [5:0] m2;
wire [6:0] m3;
wire [7:0] s1,s2,s3;
assign m0= a &{4{b[0]}};     
assign m1 = {(a&{4{b[1]}}), 1'b0};
assign m2={(a&{4{b[2]}}), 2'b0};
assign m3={(a&{4{b[3]}}), 3'b0};
assign s1= {4'b0000, m0} + {3'b000, m1};
assign s2= s1 + {2'b00, m2};
assign s3 = s2 + {1'b0, m3}; 
assign product = s3;
endmodule
==> ./run.sh <==
#!/bin/bash
# OpenROAD 26Q1-2900-gdf79404cd8, Yosys 0.63+post, stock flow scripts
make -C /OpenROAD-flow-scripts/flow DESIGN_CONFIG=/design/flow/config.mk WORK_HOME=/design/flow/orfs finish
==> ./config.mk <==
export PLATFORM = sky130hd
export DESIGN_NAME = CombinationalMult
export DESIGN_NICKNAME = CombinationalMult
export VERILOG_FILES = /design/flow/design.v
export SDC_FILE = /design/flow/constraint.sdc
export NUM_CORES = 4
export LEC_CHECK = 1
export CORE_AREA = 10 10 70 70
export DIE_AREA = 0 0 80 80
==> ./constraint.sdc <==
current_design CombinationalMult

set clk_period 2.7
set clk_io_pct 0.2

create_clock -name clk0 -period $clk_period

set non_clock_inputs [all_inputs -no_clocks]
set_input_delay [expr $clk_period * $clk_io_pct] -clock clk0 $non_clock_inputs
set_output_delay [expr $clk_period * $clk_io_pct] -clock clk0 [all_outputs]
==> impl_metrics.tcl <==
# collected from the flow reports
set metrics [dict create \
    grtUsageMet2 0.04173 \
    syn_area_per_cell_um2 9.175 \
    crit_path_frequent_cell "fa_1" \
    crit_chain "buf_6 > and2_4 > fa_1 > inv_1 > fa_1 > inv_2 > ha_4 > fa_2 > a21o_1 > a21oi_2 > xnor2_1 > buf_2" \
    antenna_found_initial 0 \
    max_stage_delay_ns 0.53 \
    worstPathRequired_ns 2.16 \
    antenna_left 0 \
    synth_warnings 0 \
    power_density_nw_per_um2 198.2 \
    met3_usage 0.009091 \
    maxCapViolations 0 \
    design_area_um2 684.4 \
    setup_slack_ns -0.7616 \
    cp.arrival_ns 2.92 \
    busiest_layer "met1" \
    coreArea_um2 3416 \
    dpl_cell_area_um2 659.4 \
    track_usage 0.03299 \
    leakagePower_nw 0.3653 \
    worstMarginPinSlew_ns 0.1269 \
    netlist_area_um2 385.4 \
    grt_pass1_vias 369 \
    post-route-min-period_ns 3.462 \
    cpMaxStageDelayCell "fa_1" \
    firstDrtPassIters 2 \
    ys_seq_share 0 \
    drive_gt1_frac 0.4776 \
    area_growth_pct 77.60 \
    drt-initial-drc-count 3 \
    vdd_drop_max_mv 0.04882 \
    grt_use_met1 0.05503 \
    start_kind "input port" \
    ff_latch_area_um2 0 \
    viasPerCell 3.195 \
    clock_buffers 0 \
    stdcell_count 113 \
    hp-class "in -> out" \
    rsz0062_at_grt "true" \
    area_leaders "ha_1 (32%), fa_1 (26%), and2_1 (19%), xnor2_1 (4.5%), a21o_1 (3.9%)" \
    placedCellCount 110 \
    violations "setup timing" \
    fmax_mhz 288.9 \
    dieArea_um2 6400 \
    fp_util 0.1128 \
    warning_count 35 \
    drc 0 \
    layout_top_cells "and2_1 (9), ha_1 (8), buf_4 (8)" \
    gp_congestion 0.8337 \
    setup_viol 5 \
    postCtsHoldBufs 0 \
    totalWireLength_um 992 \
    hold_viol 0 \
    synth_top_area_share 0.3247 \
    rows 21 \
    ios 16 \
    ys_chip_area_um2 385.4 \
    outcome "complete, but fails checks" \
    layout_top_cell "and2_1" \
    crit_path_end_kind "output pin" \
    seq_cell_count 0 \
    grt_pass1_wl_um 1752 \
    largest_area_cell "ha_1" \
    ys_cells 42 \
    grt_start_max_net_pins 5 \
    vias 361 \
    utilization 0.2004 \
    antenna_cells 0 \
    synth_cells 42 \
    post-dp-hpwl_um 856.6 \
    crit_path_max_fanout 2 \
    slew_viol_final 0 \
    critical_path_class "in -> out" \
    yosysUniqueCellTypes 10 \
    fin_crit_sh 1.282 \
    grt_overflow 0 \
    die_height_um 80 \
    fp.dieW_um 80 \
    wl_per_cell_um 8.779 \
    max-slew-margin-rel 0.9148 \
    io_buffers 16 \
]
## report_power, final
| group | total [mW] | internal [mW] | switching, mW |
|---|---|---|---|
| combinational | 0.136 | 0.0833 | 0.0524 |
| clock | 0 | 0 | 0 |
| sequential | 0 | 0 | 0 |
## Yosys cell counts
library cell,n
xnor2_1,2
nand2_1,4
a21oi_2,1
xor2_1,1
and2_1,12
a21o_1,2
inv_1,4
a21oi_1,1
ha_1,10
fa_1,5
## final cells by class
| cell class | count | area (um2) |
|---|---|---|
| multi-input cells | 38 | 414.1 |
| inverters | 4 | 15.01 |
| well taps | 46 | 57.56 |
| fillers | 385 | 2731 |
| repair buffers | 25 | 197.7 |
## through the flow
stage	worst slack (ns)	TNS (ns)	hold WS, ns	power [mW]
floorplan	-0.4993	-1.152	1.152	0.05132
global placement	-1.579	-6.775	2.101	0.1385
detailed placement	-1.570	-6.757	2.100	0.1378
CTS	-0.8328	-2.698	1.662	0.1415
global route	-0.8241	-2.795	1.701	0.1565
finish	-0.7616	-2.557	1.629	0.1356
## worst paths after layout
| path | slack [ns] | depth (start not counted) | startpoint | endpoint |
|---|---|---|---|---|
| worst max-delay path | -0.76 | 12 | b[1] | product[7] |
| worst min-delay path | 1.63 | 5 | a[1] | product[2] |
## logic make-up (layout without fill, tap and decap cells)
| family | Yosys count | after routing | synth area share |
|---|---|---|---|
| compound gates | 4 | 4 | 0.07466 |
| xor+xnor | 3 | 3 | 0.06819 |
| buf+inv | 4 | 29 | 0.03895 |
| simple gates | 16 | 16 | 0.2337 |
| fa+ha+maj | 15 | 15 | 0.5844 |
## critical path: cells and delay by family
kind	cells	cell delay, ns
compound gates	2	0.30
xor+xnor	1	0.12
fa+ha+maj	4	1.52
buf+inv	4	0.30
simple gates	1	0.15
## per-layer routing
| layer | part of all wire | routed length [um] | vias to the layer above |
|---|---|---|---|
| met5 | 0 | 0 | - |
| met4 | 0 | 0 | 0 |
| met3 | 0.11 | 106 | 0 |
| met2 | 0.31 | 305 | 14 |
| met1 | 0.59 | 581 | 161 |
| li1 | - | - | 186 |
## repair_timing
item / in CTS / in global routing
setup endpoints to repair: 6 / 6
resized: 53 / 4
hold endpoints to repair: 0 / 0
pin swaps: 12 / 7
buffers inserted: 2 / 1
Power is estimated from default activity; no workload was simulated.
