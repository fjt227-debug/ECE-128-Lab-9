--- design/flow/config.mk ---
export PLATFORM = sky130hd
export DESIGN_NAME = SequentialMult
export DESIGN_NICKNAME = SequentialMult
export VERILOG_FILES = /design/flow/design.v
export SDC_FILE = /design/flow/constraint.sdc
export NUM_CORES = 4
export LEC_CHECK = 1
export CORE_UTILIZATION = 40
--- design/flow/run.sh ---
#!/bin/bash
# OpenROAD 26Q1-2900-gdf79404cd8, Yosys 0.63+post, stock flow scripts
make -C /OpenROAD-flow-scripts/flow DESIGN_CONFIG=/design/flow/config.mk WORK_HOME=/design/flow/orfs finish
--- design/flow/design.v ---
module SequentialMult(clk, rst, a, b, product,done);
input clk, rst;
input [3:0] a,b;
output reg[7:0] product; 
output reg done;
parameter s0_idle = 0, s1_multiply = 1, s2_update_result = 2, s3_done = 3;
reg[2:0] PS, NS;
reg [7:0] partial_product; 
reg [2:0] shift_count;
reg [7:0]multiplicand;  
reg [3:0] operand_bb;  
always @(posedge clk)
    begin
        if(rst)
            PS <= s0_idle;
        else
            PS <= NS;
    end
always@(posedge clk)
    begin
        case(PS)
            s0_idle: begin
                partial_product <= 8'b0;
                shift_count <= 0;
                multiplicand <= {4'b0000, a};
                operand_bb <= b;
                done <= 0;
                NS <= s1_multiply;   
            end
            s1_multiply: begin
                NS <= s2_update_result;
                if((operand_bb[0] == 0) && (shift_count < 4)) begin
                    partial_product <= partial_product;
                    shift_count <= shift_count + 1;
                    multiplicand <= multiplicand << 1;
                    operand_bb <= operand_bb >>1;
                end
                else if((operand_bb[0] == 1) && (shift_count < 4)) begin
                    partial_product <= partial_product + multiplicand;
                    shift_count <= shift_count + 1;
                    multiplicand <= multiplicand << 1;
                    operand_bb <= operand_bb >>1;
                end
            end
            s2_update_result: begin
                if(shift_count == 4) begin
                    NS <= s3_done;
                    product <= partial_product;
                end
                else begin
                    NS <= s1_multiply;
                end
            end
            s3_done: begin
                done <= 1'b1;
                NS <= s3_done;
            end
        endcase
    end
endmodule
--- design/flow/constraint.sdc ---
current_design SequentialMult

set clk_period 3.0
set clk_io_pct 0.2

create_clock -name clk0 -period $clk_period [get_ports {clk}]

set non_clock_inputs [all_inputs -no_clocks]
set_input_delay [expr $clk_period * $clk_io_pct] -clock clk0 $non_clock_inputs
set_output_delay [expr $clk_period * $clk_io_pct] -clock clk0 [all_outputs]
==> job_summary.md <==
## PnR job results

| Metric | Value |
|---|---|
| Max FO, Critical Path | `20` |
| Clk Latency, worst-skew pair | `0.29 ns` |
| Dpl cell area | `0.00196 mm²` |
| Post-synth top cells | `34 x edfxtp_1, 14 x ha_1, 11 x inv_1` |
| First-pass GRT wire length | `4490 µm` |
| Core ar. | `0.00406 mm²` |
| RR Startpoint | `PS[1]` |
| Cells after synthesis | `126` |
| Seq cells post-synth | `36` |
| Htree depth | `2` |
| Final Max Slew Viols | `0` |
| Routed Antenna Nets | `0` |
| Reg2reg end | `partial_product[6]` |
| Cts repair resizes | `0` |
| Std-Cell Rows | `23` |
| Fraction of final layout cells sized beyond drive strength 1 | `9.87%` |
| Total CTS buffers | `5` |
| Die Y-Extent | `67.5 µm` |
| Chip Area, Yosys | `0.00171 mm²` |
| Pwr Density | `814 mW/mm²` |
| Minimum clock period | `2.23 ns` |
| Final hold viol count | `0` |
| Ant diodes | `0` |
| IO Count | `19` |
| Status | `completed` |
| Fraction of registers with async set/reset | `0%` |
| Worst-Margin Slew | `0.685 ns` |
| DR vias | `1002` |
| CTS tree | `built` |
| Endpoints failing setup | `0` |
| CP Class | `flip-flop to flip-flop` |
| Tool warning count | `30` |
| Achievable Freq | `448 MHz` |
| Drt via density | `4.96` |
| Max-Cap Viols | `0` |
| Initial antenna violation count | `0` |
| Pre-Place Util | `42.2%` |
| Clk slew on worst S/H paths | `0.07 ns` |
| RSZ-0062 raised after global routing | `no` |
| Setup ws final | `0.767 ns` |
| Average wire per standard cell | `13.1 µm` |
| Main flop type | `edfxtp_1` |
| Most common cell in the synthesized netlist | `edfxtp_1` |
| Largest net degree at the start of global routing | `21` |
| Fin cells | `202` |
| Final Cell Area | `0.00205 mm²` |
| Clock Path Buffers | `2` |
| Hold worst-path end | `product[5]` |
| Worst path required time | `2.94 ns` |
| Leakage power | `0.783 nW` |
| HP Start | `partial_product[5]` |
| Drt first pass iters | `4` |
| Routed Wire Length | `2650 µm` |
| Worst vdd ir | `0.418 mV` |
| Yosys cell types | `32` |
| Metal2 WL | `1140 µm` |
| Syn Area/Cell | `13.6 µm²` |
| CP arrival | `2.18 ns` |
| Routed met3 length | `139 µm` |
| Met1 WL | `1330 µm` |
| Slew headroom | `54.3%` |
| Highest routed layer | `met4` |
| Tcrit/Tclk final | `74.4%` |
| Yosys warnings | `1` |
| Total grt overflow | `0` |
| Yosys cell count | `126` |
| Die W | `67.5 µm` |
| R2R Setup Slk | `0.77 ns` |
| Post-Syn Area | `0.00171 mm²` |
| CTS Sinks | `36` |
| Cts-stage hold buffer count | `0` |
| Total track usage | `14.3%` |
| Reg2reg path depth | `5` |
| DR DRC count | `0` |
| Setup bufs post-CTS | `0` |
| Vias in the first global route | `977` |
| P&R area growth vs syn | `19.8%` |
| Seq share, synth | `61.9%` |
| Die area | `0.00455 mm²` |
| Hold path cells | `0` |
| Crit path capture type | `flip-flop` |
| Area leader share | `59.6%` |
| DP Cell Count | `194` |
| Setup TNS Final | `0 ns` |
| Final HPWL DP | `1900 µm` |
| Routability cong. | `0.868` |
| Top area cell types | `edfxtp_1 60%, ha_1 10%, mux2_2 3.9%` |
| Number of synthesized flops with an enable pin | `34` |
| IO Port Bufs | `18` |
| Crit path launch type | `flip-flop` |
| Number of DRC markers in iteration 0 | `42` |
| Cell taking the most area after synthesis | `edfxtp_1` |
| Pre-CTS setup slack | `0.787 ns` |
| Worst Skew | `0.00825 ns` |
| Worst min-delay path class | `flip-flop to flip-flop` |
| Clk root buf | `clkbuf_8` |
## area by class of cell
type	count	area (µm²)
tap	50	62.6
multi-input combinational	76	599
timing repair buffer	20	195
inverter	12	45.0
clock inverter	1	3.75
fill	333	2000
sequential	36	1060
clock buffer	7	86.3
## stage by stage
step / util (%) / hold WS, ns / power, mW
after floorplan: - / 0.429 / 1.19
after global placement: 48.4 / 0.442 / 1.33
after detailed placement: 48.4 / 0.449 / 1.33
after CTS: 50.6 / 0.465 / 1.69
after global routing: 50.6 / 0.481 / 1.80
final: 50.6 / 0.463 / 1.67
## where the power goes
| group | switching (mW) | leakage [nW] | total (mW) | internal, mW |
|---|---|---|---|---|
| combinational | 0.290 | 0.386 | 0.521 | 0.231 |
| clock | 0.161 | 0.0459 | 0.345 | 0.184 |
| sequential | 0.0663 | 0.351 | 0.805 | 0.738 |
| total | 0.518 | 0.783 | 1.67 | 1.15 |
## critical path, cell delays in order (launching register included)
cell	delay (ns)
dfxtp_1	0.35
inv_1	0.11
ha_1	0.61
clkinv_1	0.20
o21ai_1	0.22
o21a_1	0.40
## worst max-delay path by stage
| stage | start | slack [ns] | to |
|---|---|---|---|
| after CTS | PS[1] | 0.76 | partial_product[6] |
| final | PS[1] | 0.77 | partial_product[6] |
| after global routing | PS[1] | 0.50 | partial_product[7] |
## flip-flops by register name, indices dropped and copies added, names as in the netlist
| name | count |
|---|---|
| PS | 2 |
| done | 1 |
| product | 8 |
| operand_bb | 4 |
| partial_product | 8 |
| NS | 2 |
| shift_count | 3 |
| multiplicand | 8 |
## layer usage
metal	vias to the layer above	GRT usage, %
met1	455	24.1
met4	0	2.13
met3	6	4.79
li1	513	-
met2	28	19.8
met5	-	0
## cell usage in the layout (no fill, tap or decap), types with 2 or more instances in the layout
cell             Yosys  layout
a21oi_1              5       5
and2_1               6       6
buf_4                0       2
clkbuf_8             0       6
clkdlybuf4s50_1      0      18
clkinv_1             1       2
dfxtp_1              2       2
edfxtp_1            34      34
ha_1                14      14
inv_1               11      11
mux2_2               6       6
nand2_1              2       2
nand3_1              2       2
nor2_1               4       4
nor2b_1              6       6
nor3_1               5       5
o21a_1               3       3
o21ai_0              6       5
o31ai_1              2       2
xnor2_1              2       2
## cells by family (layout without fill, tap and decap cells)
kind of cell	after synthesis	count (layout)	synth area share, %
adders and majority gates	15	15	11.4
muxes	6	6	3.94
DFF	36	36	61.9
buffers and inverters	14	40	3.14
and+or+nand+nor	30	30	9.71
AOI/OAI and AO/OA	23	23	8.91
xor gates and xnor gates	2	2	1.02
Power and IR drop assume default switching activity.
